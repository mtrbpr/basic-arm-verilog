`/design/flow/run.sh`:
```
#!/bin/bash
# OpenROAD 26Q1-2900-gdf79404cd8, Yosys 0.63+post, stock flow scripts
make -C /OpenROAD-flow-scripts/flow DESIGN_CONFIG=/design/flow/config.mk WORK_HOME=/design/flow/orfs finish
```
`/design/flow/config.mk`:
```
export PLATFORM = sky130hd
export DESIGN_NAME = data_memory
export DESIGN_NICKNAME = data_memory
export VERILOG_FILES = /design/flow/design.v
export SDC_FILE = /design/flow/constraint.sdc
export NUM_CORES = 4
export LEC_CHECK = 1
export CORE_UTILIZATION = 50
```
`/design/flow/constraint.sdc`:
```
current_design data_memory

set clk_period 4.7
set clk_io_pct 0.2

create_clock -name clk0 -period $clk_period [get_ports {clk}]

set non_clock_inputs [all_inputs -no_clocks]
set_input_delay [expr $clk_period * $clk_io_pct] -clock clk0 $non_clock_inputs
set_output_delay [expr $clk_period * $clk_io_pct] -clock clk0 [all_outputs]
```
`/design/flow/design.v`:
```
module data_memory(
	input clk,
	input rst,
	input mem_read,
	input mem_write,
	input [31:0] data,
	input [31:0] address,
	output [31:0] mem1024,mem1028,mem1032,mem1036,mem1040,mem1044,mem1048,
	output [31:0] mem_result
);
	wire [31:0] index;
	assign index = address - 1024 - address[1:0];
	reg [7:0] memory [0:255];
	reg [8:0] counter;
	assign mem1024 = {memory[0],memory[0+1],memory[0+2],memory[0+3]};
	assign mem1028 = {memory[4],memory[4+1],memory[4+2],memory[4+3]};
	assign mem1032 = {memory[8],memory[8+1],memory[8+2],memory[8+3]};
	assign mem1036 = {memory[12],memory[12+1],memory[12+2],memory[12+3]};
	assign mem1040 = {memory[16],memory[16+1],memory[16+2],memory[16+3]};
	assign mem1044 = {memory[20],memory[20+1],memory[20+2],memory[20+3]};
	assign mem1048 = {memory[24],memory[24+1],memory[24+2],memory[24+3]};
	assign mem_result = mem_read ? {memory[index],memory[index+1],memory[index+2],memory[index+3]} : 32'b0;
	always @(posedge clk, posedge rst) begin
		if (rst) begin
			for (counter = 0 ; counter < 256 ; counter = counter +1 ) begin
				memory[counter] <= 0;
			end
		end
		else if (mem_write) begin 
			memory[index] <= data[31:24];
			memory[index + 1] <= data[23:16];
			memory[index + 2] <= data[15:8];
			memory[index + 3] <= data[7:0];
		end
	end
endmodule
```
==> flow_summary.yaml <==
# physical design summary
logic_synthesis:
  yosys-top-cells-count: "dfrtp_1 (2,048), mux2_2 (1,919), a22oi_1 (857), clkbuf_1 (299), buf_2 (231)"
  synth_flops: 2048
  synth-seq-area-share_pct: 56.94
  synthCells: 6513
  synth-area-yosys_um2: 90000
  synth.top_cell.area_share_pct: 56.94
  synthArstFlopShare_pct: 100.0
  yosysWarnings: 2
  ys.flop_type: "dfrtp_1"
  yosys.cell_count.top_type: "dfrtp_1"
  syn-cell-area_um2: 90000
  syn_area_per_cell_um2: 13.82
  topCellsByArea: "dfrtp_1 (57%), mux2_2 (24%), a22oi_1 (7.1%), mux2_4 (2.0%), buf_2 (1.3%)"
  synth-edff-count: 0
  synth_top_cell_by_area: "dfrtp_1"
  ys_cells: 6513
  synthDistinctLibCells: 71
floorplanning:
  chip_area_um2: 181700
  rows: 155
  design.core.area_um2: 178600
  die-height_um: 426.3
  fp-utilization_pct: 50.39
  io_pins: 324
  die_w_um: 426.3
placed_design:
  dp_cells: 9298
  place_area_um2: 102300
  port_buffers: 297
  dpl.hpwl_um: 263600
  place.gp.congestion: 0.9944
  pre_cts_ws_ns: -0.7785
worst_hold_path:
  whs_path_depth: 2
  hold_end: "memory[4][0]"
  hold_class: "in2reg"
  min_from: "data[24]"
clocking:
  cts_root_buffer: "clkbuf_16"
  clock-sinks: 2048
  holdBufCountCts: 0
  clk_pin_slew_ns: 0.06
  h-tree-depth: 4
  clk_latency_ns: 0.87
  numCtsBuffers: 214
  cts_buffer_depth: 3
  cts_tree: "built"
worst_setup_path:
  cp_max_fo: 11
  arrival_ns: 3.78
  required_ns: 3.76
  r2r-start: "memory[2][0]"
  reg2reg_depth: 1
  startpoint_type: "primary input"
  crit_type: "in2out"
  r2r_setup_slack_ns: 3.75
  end_kind: "primary output"
  worst_r2r_endpoint: "memory[2][0]"
pwr:
  power_leakage_nw: 52.37
  p_seq_share_pct: 49.2
  p_comb_share_pct: 10.7
  power_density_nw_per_um2: 390.4
  power.internal_mw: 32.68
  switching_share_pct: 24.44
  p_switching_mw: 10.57
  vdd_drop_max_mv: 0.2874
  p_clk_share_pct: 40.1
  total_power_mw: 43.25
route:
  dr.pass1.iters: 5
  routed_wl_um: 411200
  postRouteAntennaNets: 0
  drt-initial-drc-count: 5695
  wire_per_inst_um: 42.14
  remaining_drc_errors: 0
  vias_per_cell: 6.739
  via_count: 65768
layout:
  reg_top3: "memory (2048)"
  area_delta_synth_final_pct: 23.10
  layout.cells.non_filler: 9759
  largest_register_ff_count: 2048
  largest-register: "memory"
  fin_area_um2: 110800
  drive_above_1_share_pct: 47.07
flow_run:
  tool_warnings: 79
  maxCapViolCount: 0
sta:
  fin_ws_ns: -0.01539
  slew_viol_final: 0
  period_minus_slack_ns: 4.715
  fmax_mhz: 212.1
  finalHoldViolCount: 0
  slew_headroom_pct: 28.90
  fin_skew_ns: 0
  timing.hold.ws_ns: 0.4519
  worst_slew_pin_slew_ns: 1.067
  rsz0062_at_grt: "true"
  setup_violations: 2
  finalCritPeriodShare_pct: 100.3
global_route:
  grtUsageTotal_pct: 48.37
  grt_pass1_wl_um: 558200
  grt_max_degree: 128
  overflow: 0
  first_global_vias: 65670
  antenna_found_initial: 24
outcome:
  status: "finished, violations left"
  violations: "negative setup slack"
[power groups by stage]
stage,Clock (mW),Combinational (mW),Sequential [mW]
CTS,17.5,4.58,21.3
global route,18.1,4.96,21.5
finish,17.3,4.62,21.3
[cells by family after synthesis]
logic type,count (synthesis),share of synthesized area (%)
simple gates,687,4.278
flops,2048,56.94
buf+inv,653,3.417
mux,2086,26.59
compound gates,1039,8.772
[placed cells by master, fill, tap and decap left out, types with 32 or more instances in the layout]
master and n:
mux2_2 1919, buf_12 253, nor4_1 32, clkbuf_1 52, buf_2 34, mux2_4 120
nand2_1 152, and3_1 73, buf_4 566, dfrtp_1 2048, a22oi_1 851, nand4_1 119
clkdlybuf4s50_1 257, nor2_4 92, a22o_1 41, nor3_1 34, clkbuf_8 62, clkbuf_16 219
clkinv_2 35, nand3_1 51
[cell type report]
cell class,instances,area [um2]
repair buffers,1136,12420
multi-input cells,3812,36970
inverters,2,11.26
fillers,13239,67820
well taps,2355,2947
clock buffers,331,6479
diodes,17,42.54
clock inverters,58,668.1
flip-flops and latches,2048,51250
[per-layer routing]
metal	wire, um	track usage [%]	share of wire (%)
met2	172400	64.53	42
met3	62140	28.15	15
met5	165	0.4497	0.040
met4	30260	26.75	7.4
met1	146200	63.16	36
[worst max-delay path: stages]
cell and delay [ns]:
buf_4 0.17, bufbuf_16 0.31, nand4b_1 0.19, buf_6 0.19, nor2_4 0.06, buf_12 0.16
a22oi_2 0.21, nand4_1 0.19, buf_4 0.20, nor4_4 0.30, buf_4 0.16, a31oi_1 0.09
buf_4 0.18, clkdlybuf4s50_1 0.40
[worst max-delay path by stage]
stage / endpoint / slack, ns / cells after the start / start
after CTS: mem_result[10] / -0.01 / 13 / address[6]
final: mem_result[31] / -0.02 / 14 / address[5]
after global routing: mem_result[31] / -0.05 / 14 / address[5]
[through the flow]
stage / utilization [%] / setup TNS, ns
2_1_floorplan: - / -
3_3_place_gp: 57.28 / -6.013
3_5_place_dp: 57.28 / -5.553
4_1_cts: 61.66 / -0.01256
5_1_grt: 62.01 / -0.1152
6_report: 62.03 / -0.02198
[timing repair]
item	in CTS	in global routing
buffers inserted	31	24
gates resized	69	63
gates cloned	1	1
endpoints found under the setup margin	32	31
pin swaps	23	33
Power is estimated from default activity; no workload was simulated.
