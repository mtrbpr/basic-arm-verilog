**flow/config.mk**
```make
export PLATFORM = sky130hd
export DESIGN_NAME = instruction_memory
export DESIGN_NICKNAME = instruction_memory
export VERILOG_FILES = /design/flow/design.v
export SDC_FILE = /design/flow/constraint.sdc
export NUM_CORES = 4
export LEC_CHECK = 1
export CORE_AREA = 10 10 109 109
export DIE_AREA = 0 0 119 119
```
**flow/design.v**
```verilog
module instruction_memory(
    input [31:0] addr,
    input rst,
    output [31:0] instruction
);
reg [31:0] mem [0:1023];
always @(rst) begin
    mem[0] <= 32'b11100011101000000000000000010100;
    mem[1] <= 32'b11100011101000000001101000000001;
    mem[2] <= 32'b11100011101000000010000100000011;
    mem[3] <= 32'b11100000100100100011000000000010;
    mem[4] <= 32'b11100000101000000100000000000000;
    mem[5] <= 32'b11100000010001000101000100000100;
    mem[6] <= 32'b11100000110000000110000010100000;
    mem[7] <= 32'b11100001100001010111000101000010;
    mem[8] <= 32'b11100000000001111000000000000011;
    mem[9] <= 32'b11100001111000001001000000000110;
    mem[10] <= 32'b11100000001001001010000000000101;
    mem[11] <= 32'b11100001010110000000000000000110;
    mem[12] <= 32'b00010000100000010001000000000001;
    mem[13] <= 32'b11100001000110010000000000001000;
    mem[14] <= 32'b00000000100000100010000000000010;
    mem[15] <= 32'b11100011101000000000101100000001;
    mem[16] <= 32'b11100100100000000001000000000000;
    mem[17] <= 32'b11100100100100001011000000000000;
    mem[18] <= 32'b11100100100000000010000000000100;
    mem[19] <= 32'b11100100100000000011000000001000;
    mem[20] <= 32'b11100100100000000100000000001101;
    mem[21] <= 32'b11100100100000000101000000010000;
    mem[22] <= 32'b11100100100000000110000000010100;
    mem[23] <= 32'b11100100100100001010000000000100;
    mem[24] <= 32'b11100100100000000111000000011000;
    mem[25] <= 32'b11100011101000000001000000000100;
    mem[26] <= 32'b11100011101000000010000000000000;
    mem[27] <= 32'b11100011101000000011000000000000;
    mem[28] <= 32'b11100000100000000100000100000011;
    mem[29] <= 32'b11100100100101000101000000000000;
    mem[30] <= 32'b11100100100101000110000000000100;
    mem[31] <= 32'b11100001010101010000000000000110;
    mem[32] <= 32'b11000100100001000110000000000000;
    mem[33] <= 32'b11000100100001000101000000000100;
    mem[34] <= 32'b11100010100000110011000000000001;
    mem[35] <= 32'b11100011010100110000000000000011;
    mem[36] <= 32'b10111010111111111111111111110111;
    mem[37] <= 32'b11100010100000100010000000000001;
    mem[38] <= 32'b11100001010100100000000000000001;
    mem[39] <= 32'b10111010111111111111111111110011;
    mem[40] <= 32'b11100100100100000001000000000000;
    mem[41] <= 32'b11100100100100000010000000000100;
    mem[42] <= 32'b11100100100100000011000000001000;
    mem[43] <= 32'b11100100100100000100000000001100;
    mem[44] <= 32'b11100100100100000101000000010000;
    mem[45] <= 32'b11100100100100000110000000010100;
    mem[46] <= 32'b11101010111111111111111111111111;
end
assign instruction = rst ? 32'b0 : mem[addr >> 2];
endmodule
```
**flow/constraint.sdc**
```tcl
current_design instruction_memory

set clk_period 9.1
set clk_io_pct 0.2

create_clock -name clk0 -period $clk_period

set non_clock_inputs [all_inputs -no_clocks]
set_input_delay [expr $clk_period * $clk_io_pct] -clock clk0 $non_clock_inputs
set_output_delay [expr $clk_period * $clk_io_pct] -clock clk0 [all_outputs]
```
**flow/run.sh**
```bash
#!/bin/bash
# OpenROAD 26Q1-2900-gdf79404cd8, Yosys 0.63+post, stock flow scripts
make -C /OpenROAD-flow-scripts/flow DESIGN_CONFIG=/design/flow/config.mk WORK_HOME=/design/flow/orfs finish
```
==> impl_results.html <==
<h2>Synthesis and place &amp; route</h2>
<table>
<tr><th>Metric</th><th>Value</th></tr>
<tr><th colspan="2">Global route</th></tr>
<tr><td>Overall global routing resource usage</td><td>11.5%</td></tr>
<tr><td>Number of antenna violations at the first check in global routing</td><td>0</td></tr>
<tr><td>Maximum number of pins on one net before global-route repair</td><td>63</td></tr>
<tr><td>Wire length of the first global-routing pass</td><td>13.6 mm</td></tr>
<tr><td>Vias in the first global route</td><td>2354</td></tr>
<tr><td>Overall overflow remaining after global route</td><td>0</td></tr>
<tr><th colspan="2">Final timing</th></tr>
<tr><td>Total negative setup slack</td><td>0 ns</td></tr>
<tr><td>Period utilisation layout</td><td>75.1%</td></tr>
<tr><td>Time the worst path needs with I/O delays and setup</td><td>6.83 ns</td></tr>
<tr><td>Post-route setup slack</td><td>2.27 ns</td></tr>
<tr><td>Worst rel slew slack</td><td>51.5%</td></tr>
<tr><td>Actual slew at the worst max-slew pin</td><td>0.725 ns</td></tr>
<tr><td>Peak Freq</td><td>0.146 GHz</td></tr>
<tr><td>Final setup violation count</td><td>0</td></tr>
<tr><td>Final Hold Violation Tally</td><td>0</td></tr>
<tr><td>Pins Over Slew Limit</td><td>0</td></tr>
<tr><td>Unrepaired setup endpoints after global routing</td><td>no</td></tr>
<tr><td>Hold_ws</td><td>4.89 ns</td></tr>
<tr><th colspan="2">Final layout</th></tr>
<tr><td>Sequential cell area</td><td>0 um2</td></tr>
<tr><td>Final sequential cell count</td><td>0</td></tr>
<tr><td>Post-route non-filler standard cell count</td><td>470</td></tr>
<tr><td>Fill cell total of the finished layout</td><td>1119</td></tr>
<tr><td>Commonest cells after routing, fill and taps aside</td><td>43 x clkdlybuf4s50_1, 39 x nand2_1, 26 x nor2_1</td></tr>
<tr><td>Share of final-layout standard cells stronger than drive strength 1</td><td>7.12%</td></tr>
<tr><td>Post-route standard cell area excluding fillers</td><td>0.00240 mm2</td></tr>
<tr><td>Number of clock-tree buffers in the layout</td><td>0</td></tr>
<tr><td>Synthesis-to-layout area growth</td><td>25.3%</td></tr>
<tr><td>Top logic cell by instance count in the layout</td><td>clkdlybuf4s50_1</td></tr>
<tr><th colspan="2">Clock tree</th></tr>
<tr><td>Post-cts gate resize count</td><td>0</td></tr>
<tr><td>Post-CTS Setup Bufs</td><td>0</td></tr>
<tr><td>Count of hold-fix buffers inserted at cts</td><td>0</td></tr>
<tr><th colspan="2">Die</th></tr>
<tr><td>Y dimension of the die</td><td>119 um</td></tr>
<tr><td>DIE WIDTH</td><td>119 um</td></tr>
<tr><td>Fp util</td><td>19.8%</td></tr>
<tr><td># rows</td><td>36</td></tr>
<tr><td>IO Count</td><td>65</td></tr>
<tr><td>Floorplan die area</td><td>0.0142 mm2</td></tr>
<tr><td>Core box area</td><td>0.00964 mm2</td></tr>
<tr><th colspan="2">Routing</th></tr>
<tr><td>Post-detailed-route count of antenna-violating nets</td><td>0</td></tr>
<tr><td>Remaining design rule violation count</td><td>0</td></tr>
<tr><td>Average vias per placed instance</td><td>5.56</td></tr>
<tr><td>Routed length on met1</td><td>3.90 mm</td></tr>
<tr><td>Top layer used by detailed routing</td><td>met4</td></tr>
<tr><td>Number of DRC markers after the initial detailed-route iteration</td><td>365</td></tr>
<tr><td>Met2 WL post-DR</td><td>3.73 mm</td></tr>
<tr><td>Total via count in the routed design</td><td>2614</td></tr>
<tr><td>Count of inserted antenna diode cells</td><td>0</td></tr>
<tr><td>Sum of met3 wire segment lengths after detailed routing</td><td>903 um</td></tr>
<tr><td>Iteration count of the initial detailed-routing pass</td><td>5</td></tr>
<tr><td>Avg WL per Cell</td><td>18.3 um</td></tr>
<tr><td>Total wire length after detailed routing</td><td>8.60 mm</td></tr>
<tr><th colspan="2">Placement</th></tr>
<tr><td>Pre-CTS setup slack</td><td>2.30 ns</td></tr>
<tr><td>HPWL Detailed</td><td>6.10 mm</td></tr>
<tr><td>Input/output buffers</td><td>43</td></tr>
<tr><td>Post-placement cell count</td><td>470</td></tr>
<tr><td>Final RePlAce weighted congestion</td><td>0.982</td></tr>
<tr><td>Cell area after placement</td><td>0.00240 mm2</td></tr>
<tr><th colspan="2">Power and ir drop</th></tr>
<tr><td>Worst supply voltage drop on vdd</td><td>0.0329 mV</td></tr>
<tr><td>Power density over the cells</td><td>34.8 mW/mm2</td></tr>
<tr><td>Leak Pwr</td><td>0.654 nW</td></tr>
<tr><th colspan="2">Worst hold path</th></tr>
<tr><td>Worst hold path endpoint</td><td>instruction[6]</td></tr>
<tr><td>Class of the tightest hold or removal check</td><td>in2out</td></tr>
<tr><td>Start point of the worst hold path</td><td>addr[10]</td></tr>
<tr><td>Instance count along the most critical hold path</td><td>4</td></tr>
<tr><th colspan="2">Synth</th></tr>
<tr><td>Sequential fraction of the synthesis area</td><td>0%</td></tr>
<tr><td>Number of standard cells reported by yosys</td><td>322</td></tr>
<tr><td>Post-Synthesis Cells</td><td>322</td></tr>
<tr><td>Number of library cell types mapped by synthesis</td><td>66</td></tr>
<tr><td>Number of warnings reported in the yosys synthesis log</td><td>31.3k</td></tr>
<tr><td>Post-Syn Area per Cell</td><td>5.94 um2</td></tr>
<tr><td>Post-synthesis cell area</td><td>0.00191 mm2</td></tr>
<tr><td>Chip Area, Yosys</td><td>0.00191 mm2</td></tr>
<tr><th colspan="2">Worst setup path</th></tr>
<tr><td>Critical setup path kind</td><td>in2out</td></tr>
<tr><td>Type of element launching the critical path</td><td>primary input</td></tr>
<tr><td>Data required, critical path</td><td>7.28 ns</td></tr>
<tr><td>Maximum fanout along the worst path</td><td>19</td></tr>
<tr><td>Data arrival time of the critical path</td><td>5.01 ns</td></tr>
<tr><td>Setup crit end kind</td><td>output pin</td></tr>
<tr><th colspan="2">Flow run</th></tr>
<tr><td>Max_cap viols</td><td>0</td></tr>
<tr><td>Number of warnings in the stage logs</td><td>54</td></tr>
<tr><th colspan="2">Status</th></tr>
<tr><td>Run status</td><td>completed</td></tr>
</table>
## through the flow
step | total power, W | utilization, %
after detailed placement | 0.0000813 | 24.9
after global routing | 0.0000904 | 24.9
final | 0.0000835 | 24.9
after CTS | 0.0000817 | 24.9
after global placement | 0.0000820 | 24.9
after floorplan | 0.0000547 | -
## Yosys cell counts (2+ instances only)
master / n / share of area, %
o22a_1: 2 / 0.92
xnor2_1: 4 / 1.8
a211o_1: 2 / 0.92
xor2_1: 3 / 1.4
nand3b_1: 2 / 0.78
nor3_1: 10 / 2.6
clkbuf_1: 11 / 2.2
o21ai_0: 25 / 6.5
nor2_1: 26 / 5.1
nand3_1: 14 / 3.7
a22oi_1: 4 / 1.6
and2_1: 6 / 2.0
and3_1: 3 / 0.98
a21boi_0: 2 / 0.78
nand2_1: 39 / 7.7
o221ai_1: 3 / 1.4
buf_1: 8 / 1.6
o2bb2ai_1: 2 / 0.92
buf_4: 3 / 1.2
a41oi_1: 3 / 1.4
nor2b_1: 15 / 4.9
o211ai_1: 4 / 1.6
a32oi_1: 6 / 2.7
buf_2: 12 / 3.1
nand4_1: 4 / 1.3
nand2b_1: 13 / 4.3
a211oi_1: 4 / 1.6
o21bai_1: 3 / 1.2
o22ai_1: 6 / 2.0
nor3b_1: 4 / 1.6
nor4_2: 2 / 1.3
o32ai_1: 3 / 1.4
or3_1: 4 / 1.3
or2_2: 4 / 1.3
a22o_1: 2 / 0.92
a31oi_1: 15 / 4.9
a21oi_1: 20 / 5.2
## per-layer routing
layer  vias up  GRT usage (%)
met3         8           2.06
met1      1193           17.4
met4         0           1.53
met5         -              0
met2       154           16.9
li1       1259              -
## worst max-delay path: stages
cell and delay, ns:
clkdlybuf4s50_1 0.43, or4_4 0.68, nor2_1 0.61, a22o_2 0.30, o21bai_4 0.19, nor4_1 0.42, clkdlybuf4s50_1 0.55
## power by group
group           total, W  internal, W  switching, W
sequential             0            0             0
clock                  0            0             0
combinational  0.0000835    0.0000309     0.0000525
total          0.0000835    0.0000309     0.0000525
## final cells by class
| class | instances | area [um2] | share of cell area (%) |
|---|---|---|---|
| Multi-Input combinational cell | 285 | 1740 | 72.6 |
| Timing Repair Buffer | 50 | 483 | 20.1 |
| Tap cell | 133 | 166 | 6.94 |
| Inverter | 2 | 7.51 | 0.313 |
## cells by family (layout without fill, tap and decap cells)
logic type      after synthesis  after routing  synth area share (%)
buf+inv                      37             52                  9.03
compound gates              120            120                  43.2
fa+ha+maj                     1              1                 0.523
xor+xnor                      7              7                  3.20
simple gates                156            156                  43.5
mux                           1              1                 0.523
## how the worst max path moves through the flow
stage         slack (ns)              to  cells after the start     from
CTS                 2.30  instruction[5]                      7  addr[9]
global route        2.18  instruction[5]                      7  addr[9]
finish              2.27  instruction[5]                      7  addr[9]
Power figures rest on the tool's default switching activity, not on a simulated workload.
