<file path="/design/flow/run.sh">
#!/bin/bash
# OpenROAD 26Q1-2900-gdf79404cd8, Yosys 0.63+post, stock flow scripts
make -C /OpenROAD-flow-scripts/flow DESIGN_CONFIG=/design/flow/config.mk WORK_HOME=/design/flow/orfs finish
</file>
<file path="/design/flow/config.mk">
export PLATFORM = sky130hd
export DESIGN_NAME = instrcution_decode
export DESIGN_NICKNAME = instrcution_decode
export VERILOG_FILES = /design/flow/design.v
export SDC_FILE = /design/flow/constraint.sdc
export NUM_CORES = 4
export LEC_CHECK = 1
export CORE_UTILIZATION = 40
</file>
<file path="/design/flow/constraint.sdc">
current_design instrcution_decode

set clk_period 13.3
set clk_io_pct 0.2

create_clock -name clk0 -period $clk_period [get_ports {clk}]

set non_clock_inputs [all_inputs -no_clocks]
set_input_delay [expr $clk_period * $clk_io_pct] -clock clk0 $non_clock_inputs
set_output_delay [expr $clk_period * $clk_io_pct] -clock clk0 [all_outputs]
</file>
<file path="/design/flow/design.v">
module condition_check (
    input[3:0] condition,
    input[3:0] condState,
    output check
);
    assign check = ((condition == 4'b0000 && condState[2] == 1'b1) || (condition == 4'b0001 && condState[2] == 1'b0) || (condition == 4'b0010 && condState[1] == 1'b1)
    || (condition == 4'b0011 && condState[1] == 1'b0) || (condition == 4'b0100 && condState[3] == 1'b1) || (condition == 4'b0101 && condState[3] == 1'b0) 
    || (condition == 4'b0110 && condState[0] == 1'b1) || (condition == 4'b0111 && condState[0] == 1'b0) || (condition == 4'b1000 && condState[1] == 1'b1 && condState[2] == 1'b0)
    || (condition == 4'b1001 && (condState[1] == 1'b0 || condState[2] == 1'b1)) || (condition == 4'b1010 && condState[3] == condState[0]) || (condition == 4'b1011 && condState[3] != condState[0]) 
    || (condition == 4'b1100 && condState[2] == 1'b0 && condState[3] == condState[0]) || (condition == 4'b1101 && (condState[2] == 1'b1 || condState[3] != condState[0])) || (condition == 4'b1110) || (condition == 4'b1111)) ? 1'b1 : 1'b0;
endmodule
module control_unit (
  input [1:0] mode,
  input [3:0] opcode,
  input s,
  output [3:0] execute_command,
  output mem_read, mem_write,
  output wb_enable,
  output b,
  output update_state
);
  assign update_state = s;
  assign b = (opcode[3] == 1'b0 && mode == 2'b10) ? 1'b1 : 1'b0;
  assign wb_enable = (opcode == 4'b1101 || opcode == 4'b1111 || (opcode == 4'b0100 && mode == 2'b00) || opcode == 4'b0101 || opcode == 4'b0010 || opcode == 4'b0110 || opcode == 4'b0000 || opcode == 4'b1100 || opcode == 4'b0001 || (opcode == 4'b0100 && s == 1'b1 && mode == 2'b01)) ? 1'b1 : 0;
  assign mem_read = (opcode == 4'b0100 && mode == 2'b01 && s == 1'b1 ) ? 1 : 0;
  assign mem_write = (opcode == 4'b0100 && mode == 2'b01 && s == 1'b0 ) ? 1 : 0;
  assign execute_command = (opcode == 4'b1101 ? 4'b0001 : (opcode == 4'b1111 ? 4'b1001 : (opcode == 4'b0100 ? 4'b0010 :
   (opcode == 4'b0101 ? 4'b0011 : (opcode == 4'b0010 ? 4'b0100 : (opcode == 4'b0110 ?  4'b0101 : (opcode == 4'b0000 ? 4'b0110 : (opcode == 4'b1100 ? 4'b0111 :
   (opcode == 4'b0001 ? 4'b1000 : (opcode == 4'b1010 ? 4'b0100 : (opcode == 4'b1101 ? 4'b0110 : (opcode == 4'b1000 ? 4'b0110 : 4'b0))))))))))));
endmodule
module instrcution_decode(
    input clk,
    input rst,
    input [31:0] instruction,
    input [31:0] result_wb,
    input write_back_enable,
    input [3:0] dest_wb,
    input hazard,
    input [3:0] sr,
    input [31:0] pc_in,
    input [31:0] R0,R1,R2,R3,R4,R5,R6,R7,R8,R9,R10,R11,
    output wb_en,
    output mem_r_en,
    output mem_w_en,
    output b,
    output s,
    output [3:0] exec_cmd,
    output [31:0] val_rn,
    output [31:0] val_rm,
    output imm,
    output [11:0] shift_operand,
    output [23:0] signed_imm_24,
    output [3:0] dest,
    output [3:0] src1,
    output [3:0] src2,
    output two_src,
    output [31:0] pc_out
);
assign shift_operand = instruction[11:0];
assign imm = instruction[25];
assign signed_imm_24 = instruction[23:0];
assign pc_out = pc_in;
assign two_src = !instruction[25] || mem_w_en;
assign dest = instruction[15:12];
wire check;
wire[3:0] exec_cmd_wire;
wire mem_r_en_wire;
wire mem_w_en_wire;
wire wb_en_wire;
wire b_wire;
wire s_wire;
control_unit cu(
    .mode   (instruction[27:26]),
    .opcode (instruction[24:21]),
    .s  (instruction[20]),
    .execute_command    (exec_cmd_wire),
    .mem_read   (mem_r_en_wire),
    .mem_write  (mem_w_en_wire),
    .wb_enable  (wb_en_wire),
    .b  (b_wire),
    .update_state   (s_wire)
);
condition_check cc(
    .condition  (instruction[31:28]),
    .condState  (sr),
    .check  (check)
);
wire cond_or_hazard;
assign cond_or_hazard = hazard || !check;
assign s = !cond_or_hazard ? s_wire : 0;
assign b = !cond_or_hazard ? b_wire : 0;
assign wb_en = !cond_or_hazard ? wb_en_wire : 0;
assign mem_w_en = !cond_or_hazard ? mem_w_en_wire : 0;
assign mem_r_en = !cond_or_hazard ? mem_r_en_wire : 0;
wire [3:0] src2_wire;
assign exec_cmd = !cond_or_hazard ? exec_cmd_wire : 0;
assign src1 = instruction[19:16];
assign src2 = src2_wire;
assign src2_wire = mem_w_en ? dest : instruction[3:0];
register_file rf(
    .clk   (clk),
    .rst   (rst),
    .src1  (instruction[19:16]),
    .src2  (src2_wire),
    .dest_wb   (dest_wb),
    .result_wb (result_wb),
    .write_back_enable (write_back_enable),
    .reg1  (val_rn),
    .reg2  (val_rm),
    .R0(R0),
    .R1(R1),
    .R2(R2),
    .R3(R3),
    .R4(R4),
    .R5(R5),
    .R6(R6),
    .R7(R7),
    .R8(R8),
    .R9(R9),
    .R10(R10),
    .R11(R11)
);
endmodule  
module register_file ( 
  input clk, rst,
  input[3:0] src1, src2, dest_wb, 
  input[31:0] result_wb, 
  input write_back_enable,
  output reg [31:0] reg1, reg2,
  output [31:0] R0,R1,R2,R3,R4,R5,R6,R7,R8,R9,R10,R11
);
  reg[31:0] regs[15:0];
  assign R0 = regs[0];
  assign R1 = regs[1];
  assign R2 = regs[2];
  assign R3 = regs[3];
  assign R4 = regs[4];
  assign R5 = regs[5];
  assign R6 = regs[6];
  assign R7 = regs[7];
  assign R8 = regs[8];
  assign R9 = regs[9];
  assign R10 = regs[10];
  assign R11 = regs[11];
    always @(src1, src2, regs[src1], regs[src2]) begin
      reg1 <= regs[src1];
      reg2 <= regs[src2];
    end
  integer i;
	always @(negedge clk, posedge rst) begin
		if (rst) begin
			for (i = 0; i < 16; i = i + 1) begin
				regs[i] <= i;
			end
		end
		else if (write_back_enable) begin 
			regs[dest_wb] <= result_wb;
		end
	end
endmodule
</file>
==> results.sh <==
# flow metrics
export IMPL_status="aborted with a tool error"
export IMPL_postSynth_asyncResetShare_pct=100
export IMPL_stop_stage="synthesis"
export IMPL_ys_cells=2319
export IMPL_yosys_stat_seqShare_pct=46.7
export IMPL_synth_top_flop_cell="dfrtn_1"
export IMPL_ys_warn_count=2
export IMPL_ys_chip_area_sq_um=27500
export IMPL_ys_types=67
export IMPL_firstError="ERROR: Found 384 problems in 'check -assert'."
export IMPL_synth_flops=512
export IMPL_synth_edff_count=0
-- synthesized netlist by cell type (6+ instances only) --
library cell	n	area share (%)
buf_1	22	0.30
dfrtn_1	480	44
and3_1	54	1.2
buf_4	81	2.2
a22oi_1	280	7.6
buf_2	24	0.44
a222oi_1	38	1.4
a22o_1	67	2.1
inv_1	6	0.082
a21oi_1	60	1.1
a41oi_2	17	1.0
a221oi_1	95	3.0
o22a_1	36	1.1
o221a_1	17	0.70
nand4_1	51	1.2
a32oi_1	6	0.19
nor3_1	11	0.20
nand3_1	38	0.69
mux2_2	514	21
clkbuf_1	165	2.3
dfstp_2	32	3.1
nor2_1	64	0.87
nand2_1	32	0.44
mux2i_1	6	0.22
nor2b_1	9	0.20
nand2b_1	12	0.27
o21ai_0	7	0.13
-- cell families after synthesis --
family                    count (synthesis)  share of synthesized area, %
muxes                                   521                          21.3
xor gates and xnor gates                  4                         0.127
and+or+nand+nor                         296                          5.76
AOI/OAI and AO/OA                       682                          20.6
DFF                                     512                          46.7
buffers and inverters                   304                          5.53
